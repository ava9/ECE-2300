### flow/run.sh
#!/bin/bash
# OpenROAD 26Q1-2900-gdf79404cd8, Yosys 0.63+post, stock flow scripts
make -C /OpenROAD-flow-scripts/flow DESIGN_CONFIG=/design/flow/config.mk WORK_HOME=/design/flow/orfs finish
### flow/config.mk
export PLATFORM = sky130hd
export DESIGN_NAME = lab3
export DESIGN_NICKNAME = lab3
export VERILOG_FILES = /design/flow/design.v
export SDC_FILE = /design/flow/constraint.sdc
export NUM_CORES = 4
export LEC_CHECK = 1
export CORE_UTILIZATION = 40
### flow/constraint.sdc
current_design lab3

set clk_period 3.6
set clk_io_pct 0.2

create_clock -name clk0 -period $clk_period [get_ports {CLK50}]

set non_clock_inputs [all_inputs -no_clocks]
set_input_delay [expr $clk_period * $clk_io_pct] -clock clk0 $non_clock_inputs
set_output_delay [expr $clk_period * $clk_io_pct] -clock clk0 [all_outputs]
### flow/design.v
module hex_to_seven_seg(B, SSEG_L);
  input  [3:0]  B;
  output [6:0]  SSEG_L;
  reg    [6:0]  SSEG_L;
// synthesis translate_off
// synthesis translate_on
  wire [3:0] BB;
  assign BB = B;
  always @ (BB)
  begin
    case (BB)
      4'h0 : SSEG_L = 7'b1000000;
      4'h1 : SSEG_L = 7'b1111001;
      4'h2 : SSEG_L = 7'b0100100;
      4'h3 : SSEG_L = 7'b0110000;
      4'h4 : SSEG_L = 7'b0011001;
      4'h5 : SSEG_L = 7'b0010010;
      4'h6 : SSEG_L = 7'b0000010;
      4'h7 : SSEG_L = 7'b1111000;
      4'h8 : SSEG_L = 7'b0000000;
      4'h9 : SSEG_L = 7'b0010000;
      4'hA : SSEG_L = 7'b0001000;
      4'hB : SSEG_L = 7'b0000011;
      4'hC : SSEG_L = 7'b1000110;
      4'hD : SSEG_L = 7'b0100001;
      4'hE : SSEG_L = 7'b0000110;
      4'hF : SSEG_L = 7'b0001110;
      default : SSEG_L = 7'b1111111;
    endcase
  end
endmodule
module lab3(CLK50, RESET, CLK_SEL, ENABLE, TIME, CLK, HEX7, HEX6, HEX5, HEX4, HEX3, HEX2, HEX1, HEX0);
  input         CLK50;
  input         RESET;
  input  [2:0]  CLK_SEL;
  input         ENABLE;
  output [19:0] TIME;
  output        CLK;
  output [6:0]  HEX7;
  output [6:0]  HEX6;
  output [6:0]  HEX5;
  output [6:0]  HEX4;
  output [6:0]  HEX3;
  output [6:0]  HEX2;
  output [6:0]  HEX1;
  output [6:0]  HEX0;
  wire   [3:0]  MIN;
  wire   [3:0]  TENSEC;
  wire   [3:0]  SEC;
  wire   [3:0]  DECISEC;
  wire   [3:0]  CENTISEC;
  wire h0Nine;
  wire h1Nine;
  wire S0Nine;
  wire S1Five;
  wire  MNine;
  assign h0Nine = CENTISEC[3] && CENTISEC[0];
  assign h1Nine = DECISEC[3] && DECISEC[0];
  assign S0Nine = SEC[3] && SEC[0];
  assign S1Five = TENSEC[2] && TENSEC[0];
  assign  MNine = MIN[3] && MIN[0];
	tcounter h0(
		.CLR(~(RESET || h0Nine)),
		.ENP(ENABLE),
		.ENT(1'b1),
		.CLK(CLK),
		.Q(CENTISEC));
   tcounter h1(
		.CLR(~(RESET || (h0Nine && h1Nine))),
		.ENP(ENABLE),
		.ENT(h0Nine),
		.CLK(CLK),
		.Q(DECISEC));
   tcounter S0(
		.CLR(~(RESET || (h0Nine && h1Nine && S0Nine))),
		.ENP(ENABLE),
		.ENT(h0Nine && h1Nine),
		.CLK(CLK),
		.Q(SEC));
   tcounter S1(
		.CLR(~(RESET || (h0Nine && h1Nine && S0Nine && S1Five))),
		.ENP(ENABLE),
		.ENT(S0Nine && h1Nine && h0Nine),
		.CLK(CLK),
		.Q(TENSEC));
   tcounter  M(
		.CLR(~(RESET || (h0Nine && h1Nine && S0Nine && S1Five && MNine))),
		.ENP(ENABLE),
		.ENT(S1Five && S0Nine && h1Nine && h0Nine),
		.CLK(CLK),
		.Q(MIN));
  var_clk clockGenerator(
    .clock_50MHz(CLK50),
    .clock_sel(CLK_SEL),
    .var_clock(CLK)
  );
  assign TIME = {MIN, TENSEC, SEC, DECISEC, CENTISEC};
  assign HEX7 = 7'b0000000;
  assign HEX6 = 7'b0000000;
  assign HEX5 = 7'b0000000;
  hex_to_seven_seg minDisplay(
    .B(MIN),
    .SSEG_L(HEX4)
  );
  hex_to_seven_seg tensecDisplay(
    .B(TENSEC),
    .SSEG_L(HEX3)
  );
  hex_to_seven_seg secDisplay(
    .B(SEC),
    .SSEG_L(HEX2)
  );
  hex_to_seven_seg decisecDisplay(
    .B(DECISEC),
    .SSEG_L(HEX1)
  );
  hex_to_seven_seg centisecDisplay(
    .B(CENTISEC),
    .SSEG_L(HEX0)
  );
endmodule
module tcounter(CLK, CLR, ENP, ENT, Q);
	input CLK;
	input CLR;
	input ENP;
	input ENT;
	output [3:0] Q;
	wire ENABLE = ENP & ENT;
	wire [3:0] T;
	assign T[0] = ENABLE;
	assign T[1] = ENABLE & Q[0];
	assign T[2] = ENABLE & Q[0] & Q[1];
	assign T[3] = ENABLE & Q[0] & Q[1] & Q[2];
	treg4bit counter(.CLK(CLK), .RESET(~CLR), .IN(T), .OUT(Q));
endmodule
module tffp(CLK, RESET, T, Q);
	input CLK;		 
	input RESET;	 
	input T;			 
	output Q;
	reg Q;
	always @(posedge CLK) begin
		Q <= RESET ? 1'b0 : (T ? ~Q : Q);
	end
endmodule
module treg4bit(CLK, RESET, IN, OUT);
	input 			CLK;	 
	input 			RESET; 
	input 	[3:0] IN;	 
	output	[3:0] OUT;	 
	tffp reg0 (.CLK(CLK), .RESET(RESET), .T(IN[0]), .Q(OUT[0]));
	tffp reg1 (.CLK(CLK), .RESET(RESET), .T(IN[1]), .Q(OUT[1]));
	tffp reg2 (.CLK(CLK), .RESET(RESET), .T(IN[2]), .Q(OUT[2]));
	tffp reg3 (.CLK(CLK), .RESET(RESET), .T(IN[3]), .Q(OUT[3]));
endmodule
module var_clk(clock_sel, clock_50MHz, var_clock);
	input clock_50MHz;
	input [2:0] clock_sel;
	output var_clock;
	reg var_clock;
	wire rco_10MHz, rco_1MHz, rco_100kHz, rco_10kHz, rco_1kHz, rco_100Hz, rco_10Hz, rco_1Hz;
	wire clock_10MHz, clock_1MHz, clock_100kHz, clock_10kHz, clock_1kHz, clock_100Hz, clock_10Hz, clock_1Hz;
	pclock #(5) counter_10MHz(clock_50MHz,1'b1,clock_10MHz,rco_10MHz);    
	pclock counter_1MHz(clock_50MHz,rco_10MHz,clock_1MHz,rco_1MHz);       
	pclock counter_100kHz(clock_50MHz,rco_1MHz,clock_100kHz,rco_100kHz);  
	pclock counter_10kHz(clock_50MHz,rco_100kHz,clock_10kHz,rco_10kHz);   
	pclock counter_1kHz(clock_50MHz,rco_10kHz,clock_1kHz,rco_1kHz);       
	pclock counter_100Hz(clock_50MHz,rco_1kHz,clock_100Hz,rco_100Hz);     
	pclock counter_10Hz(clock_50MHz,rco_100Hz,clock_10Hz,rco_10Hz);       
	pclock counter_1Hz(clock_50MHz,rco_10Hz,clock_1Hz,rco_1Hz);           
	always @ (posedge clock_50MHz)
	case(clock_sel)
	   3'b000 : var_clock = clock_1Hz;
	   3'b001 : var_clock = clock_10Hz;
	   3'b010 : var_clock = clock_100Hz;
	   3'b011 : var_clock = clock_1kHz;
	   3'b100 : var_clock = clock_10kHz;
	   3'b101 : var_clock = clock_100kHz;
	   3'b110 : var_clock = clock_1MHz;
	   3'b111 : var_clock = clock_10MHz;
	   default: var_clock = clock_1Hz;
	endcase
endmodule
module pclock(clk,EN,clk_out,rco_out);
	input clk,EN;
	output clk_out,rco_out;
	parameter NCYCLES=10;
	reg [3:0] count;
	reg clk_out,rco_out;
	always @ (posedge clk)
	if(EN)
	   if(count < NCYCLES-1)
		   count = count+4'b0001;
	   else
		   count = 0;
	always @ (count,EN)
	begin
		if (count <= (NCYCLES-1)/2)
		   clk_out = 0;
		else
		   clk_out = 1;
		if ((count == NCYCLES-1) & EN)
		   rco_out = 1;
		else
		   rco_out = 0;
	end
endmodule
==> summary.txt <==
CTS tree = built
cts repair resizes = 0
Core ar. = 10,420 sq um
slowest stage delay, CP = 0.76 ns
Synth Area in XOR/XNOR = 0.01420
post-route ant nets = 0
Via-to-Cell Ratio = 4.881
Post-Synthesis Cells = 513
CTS buffer count = 5
path type of the worst setup path = register to output port
r2r setup slk = 1.26 ns
Die H = 105.9 microns
DRT Pass-1 Iters = 4
Chip Area, Yosys = 4317 sq um
ys flops = 53
fin area = 4857 sq um
min setup slack post-route = 1.255 ns
RSZ-0062 raised after global routing = no
setup_tns = 0 ns
global route overflow = 0
Comb area = 2500 sq um
DR iter-0 viols = 133
initial antenna violation count = 0
area delta synth->final = 12.52%
Hold Slack = 0.4876 ns
die x size = 105.9 microns
ao+oa area frac = 0.1559
Cell Area, Placed = 4776 sq um
top cells by area = edfxtp_1 (19%), ha_1 (16%), dfxtp_1 (12%)
Post-synth EDFFs = 28
setup bufs post-CTS = 0
headroom to the max-slew limit = 0.4801
Initial Utilization = 0.4144
Filler Cell Count = 989
Commonest flop = edfxtp_1
Slowest cell on crit path = dfxtp_1
Worst Hold Launch = clockGenerator.counter_10MHz.count[0]
Post-synth seq share = 0.3107
Final Skew = 0.004088 ns
FF-to-FF Start = clockGenerator.counter_10MHz.count[3]
dpl ws = 1.245 ns
Crit path arrival time = 1.63 ns
critical path data required time = 2.88 ns
# DRC = 0
CP max FO = 21
number of global-route vias before repair = 2,879
Max clock buf depth = 2
crit-path cells = clkdlybuf4s50_1
maximum VDD drop = 0.3341 mV
Synthesis Warnings = 6
leakage = 1.872 nW
Final min period = 2.345 ns
Worst-Skew Late Latency = 0.27 ns
FP Rows = 37
HPWL Detailed = 5977 microns
worst hold path type = register to register
Reg2Reg Capture Point = clockGenerator.counter_1Hz.count[3]
drt wl/cell = 11.80 microns
MaxCap Viol Count = 0
reg2reg path depth = 4
hold depth = 1
count of tool warnings = 67
Root Driver = clkbuf_8
critical path depth = 1
Final Setup Violations = 0
Synth Area in Adders = 0.1594
register pins left without a clock = 20
PwrDens = 156.9 nW/um^2
Avg Inst Size Synth = 8.415 sq um
comb area leader = simple AND/OR/NAND/NOR gates
Basic Gates by Area = 0.1887
PortBufs = 61
Die Size = 11,210 sq um
GRT Util Overall = 0.1434
FFs w/ async S/R, synth = 0
share of layout cells above drive strength 1 = 0.02602
cell count in the Yosys report = 513
cell type with the largest total area = edfxtp_1
FF+latch area = 1341 sq um
maximum number of pins on one net before global-route repair = 25
DRT Wirelength = 7955 microns
gpl congestion = 0.8267
CP bufs+invs = 1
Post-Syn Area = 4317 sq um
via count = 3,290
worst slew pin tran = 0.7788 ns
Final Max Slew Viols = 0
Clock transition at path regs = 0.07 ns
Final Hold Vio Count = 0
delay-heaviest family, CP = flip-flops
fin crit share = 0.6515
Ports = 83
H-tree levels = 2
crit start category = register
Worst Hold End = clockGenerator.counter_10MHz.count[0]
# diodes = 0
distinct lib cells = 48
mux frac, synth = 0.04174
share of the synthesized area in the top cell type = 0.1948
outcome = finished, final reports clean
fmax = 426.4 MHz
crit end category = output port
endpoints left unconstrained = 75
first-pass GRT wire length = 13,140 microns
Post-CTS Hold Buffers = 0
cells in the final DEF, fill, tap and decap left out, types with 3 or more instances in the layout:
master and instances:
clkdlybuf4s50_1 61, conb_1 22, nand4_1 5, mux2_2 4, a21boi_0 7, nor2_1 28, clkbuf_8 5, o21ai_0 46
ha_1 55, a31oi_1 8, nor3_1 11, edfxtp_1 28, nand3_1 13, a211oi_1 6, xnor2_1 5, nand3b_1 10
nor2b_1 10, a21oi_1 38, dfxtp_1 25, mux2i_1 9, nand2_1 51, o21a_1 4, and3_1 4, inv_1 41
nand2b_1 12, nor3b_1 3
synthesized netlist by cell type (3+ instances only):
cell      number
a31oi_1        8
nor3_1        11
nand3b_1      10
a211oi_1       6
a21boi_0       7
o21a_1         4
mux2i_1        9
mux2_2         4
buf_4         41
dfxtp_1       25
inv_1         41
ha_1          55
xnor2_1        5
nor2b_1       10
nor3b_1        3
nor2_1        28
nand2b_1      12
clkbuf_1      19
and3_1         4
nand2_1       51
nand4_1        5
o21ai_0       46
buf_1          3
nand3_1       13
edfxtp_1      28
a21oi_1       38
cell type report:
type / instances / area share
clock inverter: 3 / 0.002576
multi-input combinational: 375 / 0.5147
clock buffer: 5 / 0.01417
tap: 136 / 0.03503
sequential: 53 / 0.2761
inverter: 41 / 0.03168
timing repair buffer: 61 / 0.1257
registers in the layout (all words and copies together) (netlist names), 4 cells and up:
register                             cells
clockGenerator.counter_100Hz.count       4
clockGenerator.counter_100kHz.count      4
clockGenerator.counter_10Hz.count        4
clockGenerator.counter_10MHz.count       4
clockGenerator.counter_10kHz.count       4
clockGenerator.counter_1Hz.count         4
clockGenerator.counter_1MHz.count        4
clockGenerator.counter_1kHz.count        4
power by group:
part / switching (mW) / total (mW) / internal (mW)
Sequential: 0.0163 / 0.452 / 0.436
Clock: 0.125 / 0.255 / 0.130
Combinational: 0.0234 / 0.0554 / 0.0319
Total: 0.164 / 0.762 / 0.598
layer usage:
metal	vias to the layer above	track usage	wire, microns
met3	4	0.01451	220
li1	1749	-	-
met4	0	0.01190	54
met2	50	0.2372	3795
met1	1487	0.2178	3885
met5	-	0	0
worst max-delay path by stage:
stage                        start   to
6_report  clockGenerator.var_clock  CLK
4_1_cts   clockGenerator.var_clock  CLK
5_1_grt   clockGenerator.var_clock  CLK
per-stage QoR:
stage | utilization | total power [mW] | std cells
2_1_floorplan | - | 0.5021 | 534
3_3_place_gp | 0.4585 | 0.5161 | 666
3_5_place_dp | 0.4585 | 0.5165 | 666
4_1_cts | 0.4663 | 0.7731 | 674
5_1_grt | 0.4663 | 0.7977 | 674
6_report | 0.4663 | 0.7620 | 674
kinds of logic after synthesis:
kind of cell	count (synthesis)
AND/OR/NAND/NOR	158
AND-OR/OR-AND	118
buffers and inverters	106
adder cells (fa/ha/maj)	55
flip-flops	53
multiplexers	15
XOR/XNOR	7
other	1
Power figures rest on the tool's default switching activity, not on a simulated workload.

**run.sh**
```bash
#!/bin/bash
# OpenROAD 26Q1-2900-gdf79404cd8, Yosys 0.63+post, stock flow scripts
make -C /OpenROAD-flow-scripts/flow DESIGN_CONFIG=/design/flow/config.mk WORK_HOME=/design/flow/orfs finish
```
**config.mk**
```make
export PLATFORM = sky130hd
export DESIGN_NAME = alu
export DESIGN_NICKNAME = alu
export VERILOG_FILES = /design/flow/design.v
export SDC_FILE = /design/flow/constraint.sdc
export NUM_CORES = 4
export LEC_CHECK = 1
export CORE_AREA = 10 10 73 73
export DIE_AREA = 0 0 83 83
```
**constraint.sdc**
```tcl
current_design alu

set clk_period 3.4
set clk_io_pct 0.2

create_clock -name clk0 -period $clk_period

set non_clock_inputs [all_inputs -no_clocks]
set_input_delay [expr $clk_period * $clk_io_pct] -clock clk0 $non_clock_inputs
set_output_delay [expr $clk_period * $clk_io_pct] -clock clk0 [all_outputs]
```
**design.v**
```verilog
module hex_to_seven_seg(B, SSEG_L);
  input  [3:0]  B;
  output [6:0]  SSEG_L;
  reg    [6:0]  SSEG_L;
// synthesis translate_off
// synthesis translate_on
  wire [3:0] BB;
  assign BB = B;
  always @ (BB)
  begin
    case (BB)
      4'h0 : SSEG_L = 7'b1000000;
      4'h1 : SSEG_L = 7'b1111001;
      4'h2 : SSEG_L = 7'b0100100;
      4'h3 : SSEG_L = 7'b0110000;
      4'h4 : SSEG_L = 7'b0011001;
      4'h5 : SSEG_L = 7'b0010010;
      4'h6 : SSEG_L = 7'b0000010;
      4'h7 : SSEG_L = 7'b1111000;
      4'h8 : SSEG_L = 7'b0000000;
      4'h9 : SSEG_L = 7'b0010000;
      4'hA : SSEG_L = 7'b0001000;
      4'hB : SSEG_L = 7'b0000011;
      4'hC : SSEG_L = 7'b1000110;
      4'hD : SSEG_L = 7'b0100001;
      4'hE : SSEG_L = 7'b0000110;
      4'hF : SSEG_L = 7'b0001110;
      default : SSEG_L = 7'b1111111;
    endcase
  end
endmodule
module alu(A, B, OP, Y, C, V, N, Z, HEX7, HEX6, HEX5, HEX4, HEX3, HEX2, HEX1, HEX0);
  input  [7:0]  A;
  input  [7:0]  B;
  input  [2:0]  OP;
  output [7:0]  Y;
  output        C;
  output        V;
  output        N;
  output        Z;
  output [6:0]  HEX7;
  output [6:0]  HEX6;
  output [6:0]  HEX5;
  output [6:0]  HEX4;
  output [6:0]  HEX3;
  output [6:0]  HEX2;
  output [6:0]  HEX1;
  output [6:0]  HEX0;
  parameter ADD = 3'b000;
  parameter SUB = 3'b001;
  parameter SRA = 3'b010;
  parameter SRL = 3'b011;
  parameter SLL = 3'b100;
  parameter AND = 3'b101;
  parameter  OR = 3'b110;
  wire logicalC;
  wire logicalV;
  wire logicalN;
  wire logicalZ;
  wire shiftC;
  wire shiftV;
  wire shiftN;
  wire shiftZ;
  wire LOGIC_OPERATION;
  wire SHIFT_DIRECTION;
  wire SHIFT_TYPE;
  wire [7:0] LOGICAL_Y;
  wire [7:0] SHIFT_Y;
  wire [1:0] OUTPUT_SELECT;
  control freak(
    .OP(OP),
	 .A(A),
	 .B(B),
	 .BSEL(),
	 .CISEL(),
	 .OSEL(OUTPUT_SELECT),
	 .SHIFT_LA(SHIFT_TYPE),
	 .SHIFT_LR(SHIFT_DIRECTION),
	 .LOGICAL_OP(LOGIC_OPERATION)
  );
  muxO muxO(
	.OSEL(OUTPUT_SELECT),
	.Oout(Y),
	.shifterResult(SHIFT_Y),
	.logicalResult(LOGICAL_Y)
  );
  logical paradox(
    .A(A),
	 .B(B),
	 .OP(LOGIC_OPERATION),
	 .Y(LOGICAL_Y),
	 .C(logicalC),
	 .V(logicalV),
	 .N(logicalN),
	 .Z(logicalZ)
  );  
  shifter iDontGiveAShift(
    .A(A),
	 .LA(SHIFT_TYPE),
	 .LR(SHIFT_DIRECTION),
	 .Y(SHIFT_Y),
	 .C(shiftC),
	 .V(shiftV),
	 .N(shiftN),
	 .Z(shiftZ)
  );
  assign C = (OP == AND || OP == OR) ? logicalC : (OP == SRA || OP == SRL || OP == SLL) ? shiftC : 1'b0;
  assign V = (OP == AND || OP == OR) ? logicalV : (OP == SRA || OP == SRL || OP == SLL) ? shiftV : 1'b0;
  assign N = (OP == AND || OP == OR) ? logicalN : (OP == SRA || OP == SRL || OP == SLL) ? shiftN : 1'b1;
  assign Z = (OP == AND || OP == OR) ? logicalZ : (OP == SRA || OP == SRL || OP == SLL) ? shiftZ : 1'b0;
  assign HEX5 = 7'b1111111;
  assign HEX4 = 7'b1111111;
  assign HEX3 = 7'b1111111;
  assign HEX2 = 7'b1111111;
  assign HEX1 = 7'b1111111;
  assign HEX0 = 7'b1111111;
  hex_to_seven_seg upperBitsOfY(
    .B(Y[7:4]),
    .SSEG_L(HEX7)
  );
  hex_to_seven_seg lowerBitsOfY(
    .B(Y[3:0]),
    .SSEG_L(HEX6)
  );
endmodule
module control(OP, A, B, BSEL, CISEL, OSEL, SHIFT_LA, SHIFT_LR, LOGICAL_OP);  
  input  [2:0]  OP;
  input [7:0] A;
  input [7:0] B;
  output 		BSEL;
  output       CISEL;
  output [1:0]	OSEL;
  output			SHIFT_LA;
  output			SHIFT_LR;
  output			LOGICAL_OP;
  parameter ADD = 3'b000;
  parameter SUB = 3'b001;
  parameter SRA = 3'b010;
  parameter SRL = 3'b011;
  parameter SLL = 3'b100;
  parameter AND = 3'b101;
  parameter  OR = 3'b110;
  assign BSEL 	= (OP == SUB) ? 1'b1 : 1'b0;
  assign CISEL = (OP == SUB) ? 1'b1 : 1'b0;
  assign OSEL 	= (OP == ADD || OP == SUB) ? 2'b00 : (OP == SRA || OP == SRL || OP == SLL) ? 2'b01 : (OP == AND || OP == OR) ? 2'b10 : 2'b11;
  assign SHIFT_LA = (OP == SRA) ? 1'b1 : 1'b0;
  assign SHIFT_LR = (OP == SLL) ? 1'b0 : 1'b1;
  assign LOGICAL_OP = (OP == AND) ? 1'b0: 1'b1;
endmodule
module logical(
	input	[7:0]	A,
	input	[7:0]	B,
	input		OP,
	output reg	[7:0]	Y,
	output	C,
	output	V,
	output	N,
	output	Z);  
	assign C = 0;
	assign V = 0;
	assign N = (Y[7] == 1'b1) ? 1'b1 : 1'b0;
	assign Z = (Y == 8'b00000000) ? 1'b1 : 1'b0;
	always @(*) begin
		if (OP == 0) begin
			Y <= A & B;
		end else begin
			Y <= A | B;
		end
	end
endmodule
module muxO(OSEL, Oout, shifterResult, logicalResult);
  input [1:0] OSEL;
  input [7:0] shifterResult;
  input [7:0] logicalResult;
  output [7:0] Oout;
  assign Oout = (OSEL == 2'b00) ? 2'b00 : (OSEL == 2'b01) ? shifterResult : (OSEL == 2'b10) ? logicalResult : 8'b00000000;
endmodule
module shifter(
		input [7:0] A,
		input LA,
		input LR,
		output reg [7:0] Y,
		output C,
		output V,
		output N,
		output Z);  
	assign V = 1'b0;
	assign C = (LR == 1'b0) ? A[7] : A[0];
	assign N = Y[7] == 1'b1 ? 1'b1 : 1'b0;
	assign Z = Y == 8'b00000000 ? 1'b1 : 1'b0;
	always @(*) begin
		if (LR == 1'b0) begin
			Y[7:1] <= A[6:0];
			Y[0] <= 1'b0;
		end else begin
			if (LA == 1'b0) begin
				Y[6:0] <= A[7:1];
				Y[7] <= 1'b0;
			end else begin
				Y[6:0] <= A[7:1];
				Y[7] <= A[7];
			end
		end
	end
endmodule
```
==> flow_summary.yaml <==
# yosys + openroad results
drt:
  wl_met1_mm: 2.299
  routed_via_density: 4.556
  top_layer_used: "met3"
  first_iter_violations: 59
  drt_pass1_iterations: 4
  wirelength_mm: 4.545
  ant_nets: 0
  antenna_cells: 0
  wl_met2_mm: 2.097
  num_vias: 1558
  routedWlPerCell_um: 13.29
  wl_met3_um: 147
  drc: 0
power_and_ir_drop:
  swShare_pct: 41.29
  leakage_nw: 1.106
  power_density_mw_per_mm2: 147.4
  max-vdd-ir-drop_v: 0.00008100
  p_comb_share_pct: 100.0
  p_sw_w: 0.0001406
  seqPwrFrac_pct: 0
  fin_total_pwr_w: 0.0003406
  intPower_w: 0.0001999
  clockPowerShare_pct: 0
synth:
  ys_cells: 200
  mux_share_pct: 5.973
  adder_share_pct: 10.86
  ys_top_logic_family: "buffers and inverters"
  syn_avg_cell_area_sq_um: 6.913
  netlist_area_sq_mm: 0.001383
  synth_cells: 200
  postSynthSeqShare_pct: 0
  simple_gate_share_pct: 17.56
  yosys.area_share.xor_xnor_pct: 1.267
  yosysWarnings: 4
  synth_chip_area_sq_mm: 0.001383
  yosysUniqueCellTypes: 50
  synth_compound_gate_area_share_pct: 31.67
finish:
  nClkBuffers: 0
  design.seq.count: 0
  final_layout_top_logic_cell: "buf_4"
  flop_area_sq_um: 0
  postLayoutCoreUtil_pct: 61.70
  syn_to_final_growth_pct: 67.06
  drive_above_1_share_pct: 35.37
  final_layout_top_logic_cells: "55 x buf_4, 43 x conb_1, 28 x clkdlybuf4s50_1"
  num-fill-cells: 326
timing:
  setup_slack_ns: 0.08328
  hold_viol_final: 0
  max_freq_mhz: 301.5
  layout_worst_path_cycle_share_pct: 97.55
  period_minus_slack_ns: 3.317
  drv_slew: 0
  whs_ns: 2.150
  rsz0062_at_grt: "no"
  setup-violations-final: 0
critical_path:
  crit_path_max_fanout: 7
  critical_path.endpoint_type: "output pin"
  crit_start: "A[3]"
  worstPathArrival_ns: 2.64
  cp.required_ns: 2.72
  startpoint_type: "primary input"
  worstSetupPathType: "primary input to output pin"
floorplan:
  dieArea_sq_mm: 0.006889
  ios: 87
  rows: 22
  coreArea_sq_mm: 0.003744
  die_w_um: 83
  fp_util_pct: 36.93
  die_h_um: 83
place:
  place_ws_ns: -0.4304
  io_buffers: 44
  detailed_place_hpwl_mm: 3.733
  gp_congestion: 0.9094
grt:
  grt_pass1_vias: 1455
  grt_pass1_wl_mm: 7.093
  antenna_found_initial: 0
  overflow: 0
  grt_max_degree: 13
  track_usage_pct: 11.52
min_path:
  min_path_type: "primary input to output pin"
  hp-start: "OP[2]"
run_status:
  status: "completed"
run:
  max_cap_viol_count: 0
  warning_count: 42
==> path summary, 6_finish.rpt <==
| kind | slack [ns] | to | cells after the start |
|---|---|---|---|
| max | 0.08 | HEX6[0] | 11 |
| min | 2.15 | Y[5] | 4 |
==> final cells by class <==
cell class	instances	area (sq um)	share of cell area (%)
multi-input combinational	173	1289	55.80
timing repair buffer	105	898.4	38.89
inverter	16	62.56	2.709
tap	48	60.06	2.600
==> cells in the mapped netlist (all sizes together) (2+ instances only) <==
master  number  area, sq um
a31oi        2        12.51
o22ai       11        82.58
nor3         2        15.01
buf         52        381.6
a22oi        3        22.52
a211oi       2        15.01
nor2b        2        12.51
nand2b       6        37.54
a21boi       2        15.01
o31ai        2        15.01
nand3b       2        15.01
mux2i        6        60.06
ha          12        150.1
or3          2        12.51
xnor2        2        17.52
inv         16        62.56
conb         2        7.510
o21a         3        22.52
o21ai       13        68.82
nor2        12        45.04
nand3        7        35.03
a21oi       10        61.31
nand2       10        37.54
==> logic make-up after synthesis <==
group,Yosys count
AND-OR/OR-AND,61
XOR/XNOR,2
adder cells (fa/ha/maj),12
buffers and inverters,68
multiplexers,7
other,2
AND/OR/NAND/NOR,48
==> worst max-delay path, stage by stage <==
cell	delay [ns]
dlygate4sd2_1	0.29
inv_1	0.08
buf_4	0.14
o21ai_0	0.15
a22oi_1	0.10
nor3_2	0.18
buf_4	0.16
buf_4	0.14
nand2_1	0.05
o221a_1	0.24
clkdlybuf4s50_1	0.42
==> layer usage <==
metal  global-route usage [%]  vias to the layer above
li1                         -                      819
met1                    16.88                      693
met2                    18.58                       46
met3                    1.181                        0
met4                   0.1538                        0
met5                        0                        -
==> power groups by stage <==
stage	Sequential, W	Clock, W	Combinational, W
4_1_cts	0	0	0.000320
6_report	0	0	0.000341
5_1_grt	0	0	0.000373
==> through the flow <==
step                cells  setup TNS (ns)  cell area [sq um]
CTS                   339               0               2156
floorplan             241               0               1536
detailed placement    329          -4.873               2016
global placement      329          -4.774               2016
global route          342               0               2310
finish                342               0               2310
==> timing repair <==
item	4_1_cts	5_1_grt
hold buffers	0	0
gates cloned	0	0
gates resized	46	35
setup endpoints to repair	17	12
pin swaps	5	7
setup buffers	10	3
No activity file was given, so power comes from the tool's default toggle rates.

**flow/design.v**
```verilog
module hex_to_seven_seg(B, SSEG_L);
  input  [3:0]  B;
  output [6:0]  SSEG_L;
  reg    [6:0]  SSEG_L;
// synthesis translate_off
// synthesis translate_on
  wire [3:0] BB;
  assign BB = B;
  always @ (BB)
  begin
    case (BB)
      4'h0 : SSEG_L = 7'b1000000;
      4'h1 : SSEG_L = 7'b1111001;
      4'h2 : SSEG_L = 7'b0100100;
      4'h3 : SSEG_L = 7'b0110000;
      4'h4 : SSEG_L = 7'b0011001;
      4'h5 : SSEG_L = 7'b0010010;
      4'h6 : SSEG_L = 7'b0000010;
      4'h7 : SSEG_L = 7'b1111000;
      4'h8 : SSEG_L = 7'b0000000;
      4'h9 : SSEG_L = 7'b0010000;
      4'hA : SSEG_L = 7'b0001000;
      4'hB : SSEG_L = 7'b0000011;
      4'hC : SSEG_L = 7'b1000110;
      4'hD : SSEG_L = 7'b0100001;
      4'hE : SSEG_L = 7'b0000110;
      4'hF : SSEG_L = 7'b0001110;
      default : SSEG_L = 7'b1111111;
    endcase
  end
endmodule
module var_clk(clock_sel, clock_50MHz, var_clock);
	input clock_50MHz;
	input [2:0] clock_sel;
	output var_clock;
	reg var_clock;
	wire rco_10MHz, rco_1MHz, rco_100kHz, rco_10kHz, rco_1kHz, rco_100Hz, rco_10Hz, rco_1Hz;
	wire clock_10MHz, clock_1MHz, clock_100kHz, clock_10kHz, clock_1kHz, clock_100Hz, clock_10Hz, clock_1Hz;
	pclock #(5) counter_10MHz(clock_50MHz,1'b1,clock_10MHz,rco_10MHz);    
	pclock counter_1MHz(clock_50MHz,rco_10MHz,clock_1MHz,rco_1MHz);       
	pclock counter_100kHz(clock_50MHz,rco_1MHz,clock_100kHz,rco_100kHz);  
	pclock counter_10kHz(clock_50MHz,rco_100kHz,clock_10kHz,rco_10kHz);   
	pclock counter_1kHz(clock_50MHz,rco_10kHz,clock_1kHz,rco_1kHz);       
	pclock counter_100Hz(clock_50MHz,rco_1kHz,clock_100Hz,rco_100Hz);     
	pclock counter_10Hz(clock_50MHz,rco_100Hz,clock_10Hz,rco_10Hz);       
	pclock counter_1Hz(clock_50MHz,rco_10Hz,clock_1Hz,rco_1Hz);           
	always @ (posedge clock_50MHz)
	case(clock_sel)
	   3'b000 : var_clock = clock_1Hz;
	   3'b001 : var_clock = clock_10Hz;
	   3'b010 : var_clock = clock_100Hz;
	   3'b011 : var_clock = clock_1kHz;
	   3'b100 : var_clock = clock_10kHz;
	   3'b101 : var_clock = clock_100kHz;
	   3'b110 : var_clock = clock_1MHz;
	   3'b111 : var_clock = clock_10MHz;
	   default: var_clock = clock_1Hz;
	endcase
endmodule
module pclock(clk,EN,clk_out,rco_out);
	input clk,EN;
	output clk_out,rco_out;
	parameter NCYCLES=10;
	reg [3:0] count;
	reg clk_out,rco_out;
	always @ (posedge clk)
	if(EN)
	   if(count < NCYCLES-1)
		   count = count+4'b0001;
	   else
		   count = 0;
	always @ (count,EN)
	begin
		if (count <= (NCYCLES-1)/2)
		   clk_out = 0;
		else
		   clk_out = 1;
		if ((count == NCYCLES-1) & EN)
		   rco_out = 1;
		else
		   rco_out = 0;
	end
endmodule
module address_generator(RESET, CLK, Address);
	input RESET;
	input CLK;
	output [2:0] Address;
	reg [2:0] Address;
	always @(posedge CLK) begin
		if(RESET) begin
			Address<=3'b0;
		end
		else begin
			Address<= Address + 3'b1;
		end	
	end
endmodule
module countdown(RESET, CLK, LOAD, DATA, DONE);
input RESET;
input CLK;
input LOAD;
input [9:0] DATA;
output DONE;
reg [9:0] COUNT;
reg [3:0] TEN;
always @(posedge CLK) begin
	if(RESET) begin
		COUNT <= 10'b0;
		TEN <= 4'b0;
	end
	else if(LOAD) begin
		COUNT <= DATA;
	end
	else begin
		COUNT <= COUNT - 10'b0000000001;
		TEN <= TEN + 4'b0001;
	end
end
	assign DONE = (LOAD == 1'b0) ? ((COUNT <= 10'b0) ? 1'b1: 1'b0) : ((TEN >= 4'b1001) ? 1'b1 : 1'b0);
endmodule
module lab4(CLK50, RESET, CLK_SEL, NEXT, PLAYER_A, PLAYER_B, TEST_LOAD, SIGNAL, SCORE_A, SCORE_B, A_INC, B_INC, WINNER, STATE, FALSE_START, ADDRESS, DATA, CLK, LEDARRAYRED, LEDARRAYGREEN, HEX7, HEX6, HEX5, HEX4, HEX3, HEX2, HEX1, HEX0, LOAD_MUX);
  input         CLK50;
  input         RESET;
  input  [2:0]  CLK_SEL;
  input         NEXT;
  input         PLAYER_A;
  input         PLAYER_B;
  input         TEST_LOAD;
  output        SIGNAL;
  output [3:0]  SCORE_A;
  output [3:0]  SCORE_B;
  output        A_INC;
  output        B_INC;
  output [3:0]  WINNER;
  output [3:0]  STATE;
  output        FALSE_START;
  output [2:0]  ADDRESS;
  output [9:0]  DATA;
  output        CLK;
  output [17:0] LEDARRAYRED;
  output [8:0]  LEDARRAYGREEN;
  output [6:0]  HEX7;
  output [6:0]  HEX6;
  output [6:0]  HEX5;
  output [6:0]  HEX4;
  output [6:0]  HEX3;
  output [6:0]  HEX2;
  output [6:0]  HEX1;
  output [6:0]  HEX0;
  output LOAD_MUX;
  reg           SIGNAL;
  reg    [3:0]  SCORE_A;
  reg    [3:0]  SCORE_B;
  reg    		 A_INC;
  reg           B_INC;
  reg    [3:0]  WINNER;
  reg    [3:0]  STATE;
  reg           FALSE_START;
  reg           LOAD_MUX;
	wire DONE;
	reg LOAD;
	wire [9:0] data;
	assign data = (~LOAD_MUX) ? DATA : 10'b0000001001;
	always @ (posedge CLK) begin 
		if (RESET == 1'b1) begin
			SCORE_A <= 4'b0000; 
			SCORE_B <= 4'b0000;
		end
		else if (A_INC) begin
			SCORE_A <= SCORE_A + 4'b0001;
			SCORE_B <= 4'b0000;
		end
		else if (B_INC) begin
			SCORE_B <= SCORE_B + 4'b0001;
			SCORE_A <= 4'b0000;
		end
	end
  countdown counting(
	.RESET(RESET),
	.CLK(CLK),
	.LOAD(LOAD || LOAD_MUX),
	.DATA(data),
	.DONE(DONE)
  );
  prandom prand(
  .ADDRESS(ADDRESS),
  .DATA(DATA)
  );
  address_generator address_gen(
  .RESET(RESET),
  .CLK(CLK),
  .Address(ADDRESS)
  );
  reg [3:0] NEXTSTATE;
  always @ (*) begin
		case (STATE) 
			4'b0000: begin LOAD <= 1'b1; SIGNAL <= 1'b0; WINNER <= 4'b0000; A_INC <= 1'b0; B_INC <= 1'b0; FALSE_START <= 1'b0; LOAD_MUX <= 1'b0; end
			4'b0001: begin LOAD <= 1'b0; SIGNAL <= 1'b0; WINNER <= 4'b0000; A_INC <= 1'b0; B_INC <= 1'b0; FALSE_START <= 1'b0; LOAD_MUX <= 1'b0; end
			4'b0010: begin LOAD <= 1'b0; SIGNAL <= 1'b1; WINNER <= 4'b0000; A_INC <= 1'b0; B_INC <= 1'b0; FALSE_START <= 1'b0; LOAD_MUX <= 1'b0; end
			4'b0011: begin LOAD <= 1'b1; SIGNAL <= 1'b1; WINNER <= 4'b0000; A_INC <= 1'b1; B_INC <= 1'b0; FALSE_START <= 1'b0; LOAD_MUX <= 1'b0; end
			4'b0100: begin LOAD <= 1'b1; SIGNAL <= 1'b1; WINNER <= 4'b0000; A_INC <= 1'b0; B_INC <= 1'b1; FALSE_START <= 1'b0; LOAD_MUX <= 1'b0; end
			4'b0101: begin LOAD <= 1'b1; SIGNAL <= 1'b1; WINNER <= 4'b0000; A_INC <= 1'b0; B_INC <= 1'b0; FALSE_START <= 1'b0; LOAD_MUX <= 1'b1; end
			4'b0110:	begin LOAD <= 1'b0; SIGNAL <= 1'b1; WINNER <= 4'b0000; A_INC <= 1'b0; B_INC <= 1'b0; FALSE_START <= 1'b0; LOAD_MUX <= 1'b0; end
			4'b0111: begin LOAD <= 1'b0; SIGNAL <= 1'b1; WINNER <= 4'b0000; A_INC <= 1'b1; B_INC <= 1'b0; FALSE_START <= 1'b1; LOAD_MUX <= 1'b0; end
			4'b1000: begin LOAD <= 1'b0; SIGNAL <= 1'b1; WINNER <= 4'b0000; A_INC <= 1'b0; B_INC <= 1'b1; FALSE_START <= 1'b1; LOAD_MUX <= 1'b0; end
			4'b1001: begin LOAD <= 1'b0; SIGNAL <= 1'b1; WINNER <= 4'b1010; A_INC <= 1'b0; B_INC <= 1'b0; FALSE_START <= 1'b0; LOAD_MUX <= 1'b0; end
			4'b1010: begin LOAD <= 1'b0; SIGNAL <= 1'b1; WINNER <= 4'b1011; A_INC <= 1'b0; B_INC <= 1'b0; FALSE_START <= 1'b0; LOAD_MUX <= 1'b0; end
			4'b1011: begin LOAD <= 1'b1; SIGNAL <= 1'b1; WINNER <= 4'b0000; A_INC <= 1'b0; B_INC <= 1'b0; FALSE_START <= 1'b0; LOAD_MUX <= 1'b0; end
			4'b1100: begin LOAD <= 1'b1; SIGNAL <= 1'b1; WINNER <= 4'b1010; A_INC <= 1'b0; B_INC <= 1'b0; FALSE_START <= 1'b1; LOAD_MUX <= 1'b0; end
			4'b1101: begin LOAD <= 1'b1; SIGNAL <= 1'b1; WINNER <= 4'b1011; A_INC <= 1'b0; B_INC <= 1'b0; FALSE_START <= 1'b1; LOAD_MUX <= 1'b0; end
			4'b1110: begin LOAD <= 1'b1; SIGNAL <= 1'b1; WINNER <= 4'b0000; A_INC <= 1'b0; B_INC <= 1'b0; FALSE_START <= 1'b1; LOAD_MUX <= 1'b0; end
			default : begin LOAD <= 1'b1; SIGNAL <= 1'b0; WINNER <= 4'b0000; A_INC <= 4'b0000; B_INC <= 4'b0000; FALSE_START <= 1'b0; LOAD_MUX <= 1'b0; end
		endcase
	end
	always @ (*) begin
		case (STATE) 
			4'b0000 : begin 
					if ((~NEXT)) NEXTSTATE <= 4'b0001; 
					else NEXTSTATE <= 4'b0000; end
			4'b0001 : begin 
					if ((PLAYER_A) && (PLAYER_B) && (DONE)) NEXTSTATE <= 4'b0101;
					else if ((PLAYER_A) && (PLAYER_B) && (~DONE)) NEXTSTATE <= 4'b0001;
					else if ((PLAYER_A) && (~PLAYER_B)) NEXTSTATE <= 4'b0111;
					else if (~PLAYER_A) NEXTSTATE <= 4'b1000;
					else NEXTSTATE <= 4'b0001; end
			4'b0010: begin
					if ((PLAYER_A) && (PLAYER_B)) NEXTSTATE <= 4'b0010;
					else if ((PLAYER_A) && (~PLAYER_B)) NEXTSTATE <= 4'b0100;
					else if (~PLAYER_A) NEXTSTATE <= 4'b0011;
					else NEXTSTATE <= 4'b0010; end
			4'b0011: begin
					if (SCORE_A) NEXTSTATE <= 4'b1001;
					else if ((~SCORE_A) && (NEXT)) NEXTSTATE <= 4'b1011;
					else if ((~SCORE_A) && (~NEXT)) NEXTSTATE <= 4'b0001;
					end
			4'b0100: begin
					if (SCORE_B) NEXTSTATE <= 4'b1010;
					else if ((~SCORE_B) && (NEXT)) NEXTSTATE <= 4'b1011;
					else if ((~SCORE_B) && (~NEXT)) NEXTSTATE <= 4'b0001;
					end
			4'b0101: begin
					if ((PLAYER_A) && (PLAYER_B)) NEXTSTATE <= 4'b0110;
					else if ((PLAYER_A) && (~PLAYER_B)) NEXTSTATE <= 4'b0111;
					else if (~PLAYER_A) NEXTSTATE <= 4'b1000;
					end
			4'b0110: begin
					if ((PLAYER_A) && (PLAYER_B) && (DONE)) NEXTSTATE <= 4'b0010;
					else if ((PLAYER_A) && (PLAYER_B) && (~DONE)) NEXTSTATE <= 4'b0110;
					else if ((PLAYER_A) && (~PLAYER_B)) NEXTSTATE <= 4'b0111;
					else if (~PLAYER_A) NEXTSTATE <= 4'b1000;
					else NEXTSTATE <= 4'b0110; end
			4'b0111: begin
					if (SCORE_A) NEXTSTATE <= 4'b1100;
					else if ((~SCORE_A) && (NEXT)) NEXTSTATE <= 4'b1110;
					else if ((~SCORE_A) && (~NEXT)) NEXTSTATE <= 4'b0001;
					end
			4'b1000: begin
					if (SCORE_B) NEXTSTATE <= 4'b1101;
					else if ((~SCORE_B) && (NEXT)) NEXTSTATE <= 4'b1110;
					else if ((~SCORE_B) && (~NEXT)) NEXTSTATE <= 4'b0001;
					end
			4'b1001: NEXTSTATE <= 4'b1001;
			4'b1010: NEXTSTATE <= 4'b1010;
			4'b1011: begin
					if (~NEXT) NEXTSTATE <= 4'b0001;
					else NEXTSTATE <= 4'b1011; end
			4'b1100: NEXTSTATE <= 4'b1100;
			4'b1101: NEXTSTATE <= 4'b1101;
			4'b1110: begin
					if (~NEXT) NEXTSTATE <= 4'b0001;
					else NEXTSTATE <= 4'b1110; end
			default : NEXTSTATE <= 4'b0000;
		endcase 
	end
	always @ (posedge CLK) begin
		if (RESET==1'b1) begin
			STATE <= 4'b0000;
			end
		else begin
			STATE <= NEXTSTATE;
			end
	end
  var_clk clockGenerator(
    .clock_50MHz(CLK50),
    .clock_sel(CLK_SEL),
    .var_clock(CLK)
  );
  assign LEDARRAYRED = FALSE_START ? 18'h3FFFF : 18'b0;
  assign LEDARRAYGREEN = SIGNAL ? 9'h1FF : 9'b0;
  assign HEX7 = 7'b1111111;
  assign HEX5 = 7'b1111111;
  assign HEX2 = 7'b1111111;
  assign HEX1 = 7'b1111111;
  hex_to_seven_seg scoreADisplay(
    .B(SCORE_A),
    .SSEG_L(HEX6)
  );
  hex_to_seven_seg scoreBDisplay(
    .B(SCORE_B),
    .SSEG_L(HEX4)
  );
  hex_to_seven_seg winnerDisplay(
    .B(WINNER),
    .SSEG_L(HEX3)
  );
  hex_to_seven_seg stateDisplay(
    .B(STATE),
    .SSEG_L(HEX0)
  );
endmodule
module prandom(ADDRESS, DATA);
  input  [2:0] ADDRESS;
  output [9:0] DATA;
  reg    [9:0] DATA;
  always @(*) begin
    case(ADDRESS)
      3'd0:    DATA <= 10'd200;
      3'd1:    DATA <= 10'd700;
      3'd2:    DATA <= 10'd350;
      3'd3:    DATA <= 10'd500;
      3'd4:    DATA <= 10'd650;
      3'd5:    DATA <= 10'd300;
      3'd6:    DATA <= 10'd150;
      3'd7:    DATA <= 10'd550;
      default: DATA <= 10'bxxxxxxxxxx;
    endcase
  end
endmodule
```
**flow/run.sh**
```bash
#!/bin/bash
# OpenROAD 26Q1-2900-gdf79404cd8, Yosys 0.63+post, stock flow scripts
make -C /OpenROAD-flow-scripts/flow DESIGN_CONFIG=/design/flow/config.mk WORK_HOME=/design/flow/orfs finish
```
**flow/config.mk**
```make
export PLATFORM = sky130hd
export DESIGN_NAME = lab4
export DESIGN_NICKNAME = lab4
export VERILOG_FILES = /design/flow/design.v
export SDC_FILE = /design/flow/constraint.sdc
export NUM_CORES = 4
export LEC_CHECK = 1
export CORE_UTILIZATION = 50
```
**flow/constraint.sdc**
```tcl
current_design lab4

set clk_period 6.1
set clk_io_pct 0.2

create_clock -name clk0 -period $clk_period [get_ports {CLK50}]

set non_clock_inputs [all_inputs -no_clocks]
set_input_delay [expr $clk_period * $clk_io_pct] -clock clk0 $non_clock_inputs
set_output_delay [expr $clk_period * $clk_io_pct] -clock clk0 [all_outputs]
```
==> results.py <==
# Generated from Yosys and OpenROAD reports
metrics = {
    "clock_tree": {
        "cts_buffer_depth": 2,
        "cts_tree": "built",
        "post_cts_buffers": 0,
        "clk_latency_ns": 0.27,
        "cts_buffers": 5,
        "postCtsHoldBufs": 0,
        "clockRootBuffer": "clkbuf_16",
        "cts_htree_levels": 2,
        "path_clk_slew_ns": 0.05,
        "cts_resized": 0,
    },
    "yosys": {
        "ys_cells": 663,
        "syn-cell-area_um2": 6090,
        "synth-seq-cells": 104,
        "synth_area_per_cell_um2": 9.19,
        "top_area_share_pct": 23.7,
        "ys_area_um2": 6090,
        "synthArstFlopShare_pct": 0,
        "synth-main-ff-cell": "dfxtp_1",
        "syn_inst": 663,
        "top_cells_by_area": "dfxtp_1, edfxtp_1, ha_1, buf_4, a21oi_1",
        "ys_warn_count": 9,
        "enable_flop_cells": 28,
        "yosysTopAreaCell": "dfxtp_1",
        "ys_types": 64,
    },
    "setup_path": {
        "cpPeakStageDelay_ns": 0.58,
        "worst-path-buf-inv": 2,
        "worst_setup_path_end_kind": "primary output",
        "crit_family": "buffers and inverters",
        "reg2reg_slack_ns": 3.54,
        "cp_slowest_cell": "clkdlybuf4s50_1",
        "crit_start": "clockGenerator.var_clock",
        "r2r-end": "clockGenerator.counter_1Hz.count[3]",
        "arrival_ns": 1.68,
        "crit_type": "register to primary output",
        "crit_chain": "buf_4 > clkdlybuf4s50_1",
        "path_max_fanout": 68,
        "rr_worst_depth": 5,
        "cp-start-kind": "register",
        "r2r_start": "clockGenerator.counter_10MHz.count[3]",
        "critical_path_required_ns": 4.88,
    },
    "drt": {
        "dr.pass1.iters": 5,
        "drt_iter0_drc": 174,
        "antenna_cells": 0,
        "wire_per_inst_um": 12.1,
        "viasPerCell": 5.12,
        "vias": 4433,
        "ant_nets": 0,
        "route.detailed.drc": 0,
        "routed_wl_um": 10400,
    },
    "place": {
        "dp_hpwl_um": 7970,
        "dp_slack_ns": 3.39,
        "portBuffers": 95,
        "gp_congestion": 0.877,
    },
    "pwr": {
        "power.internal_mw": 0.519,
        "p_switching_mw": 0.160,
        "power_density_nw_per_um2": 97.6,
        "leakage_nw": 3.01,
        "combPwrFrac_pct": 17.9,
        "p_seq_share_pct": 48.0,
        "switching_share_pct": 23.6,
        "max-vdd-ir-drop_v": 0.000135,
        "pwr-share-clk_pct": 34.2,
    },
    "sta": {
        "hold_violations": 0,
        "finClkSkew_ns": 0.00487,
        "worstMarginPinSlew_ns": 0.688,
        "setup_viol": 0,
        "fin_ws_ns": 3.20,
        "unclocked_pins": 71,
        "fin_crit_ns": 2.90,
        "max_slew_margin_pct": 53.7,
        "slew_viol_final": 0,
        "grt_setup_unrepaired": "no",
        "post-route-period-util_pct": 47.5,
        "fmax_mhz": 345,
        "unconstrained_endpoints": 158,
        "setup_tns_ns": 0,
    },
    "worst_hold_path": {
        "min_path_cells": 1,
        "hp-start": "clockGenerator.counter_10MHz.count[2]",
        "min_path_type": "register to register",
        "hold_path_end": "clockGenerator.counter_10MHz.count[1]",
    },
    "die": {
        "ios": 127,
        "rows": 39,
        "fp_util_pct": 52.2,
        "die_h_um": 112,
        "die_w_um": 112,
        "chipArea_um2": 12600,
        "coreArea_um2": 11700,
    },
    "final_layout": {
        "drive_gt1_share_pct": 3.88,
        "comb_area_um2": 3080,
        "area_delta_synth_final_pct": 14.2,
        "regArea_um2": 2340,
        "num-fill-cells": 966,
    },
    "flow_run": {
        "maxCapViolations": 0,
        "warning_count": 76,
    },
    "global_routing": {
        "antenna_found_initial": 0,
        "grt_start_max_net_pins": 69,
        "grt_pass1_vias": 3953,
        "grt_pass1_wl_um": 18200,
        "track_usage_pct": 17.8,
        "grt_overflow": 0,
    },
    "status": {
        "status": "finished, final reports clean",
    },
}
## final cells by class
class	count	area share, %
Clock buffer	6	1.85
Timing Repair Buffer	97	13.9
Multi-Input combinational cell	445	44.2
Tap cell	143	2.57
Clock inverter	2	0.144
Sequential cell	104	33.7
Inverter	68	3.69
## cell usage in the layout (no fill, tap or decap), types with 6 or more instances in the layout
master / n
nand2b_1: 23
xor2_1: 7
xnor2_1: 9
o22ai_1: 11
nand3_1: 13
a21oi_1: 48
mux2i_1: 7
a21boi_0: 7
dfxtp_1: 71
nor2b_1: 10
nor2_1: 38
nand2_1: 40
o21ai_0: 31
clkdlybuf4s50_1: 95
ha_1: 67
a31oi_1: 6
inv_1: 64
edfxtp_1: 28
conb_1: 35
nor3_1: 17
## cells in the mapped netlist, drive strengths merged (3+ instances only)
master / instances
and3b: 3
edfxtp: 28
o21ai: 31
nor2: 38
buf: 63
a21boi: 7
xnor2: 9
a211oi: 5
nand2: 40
nand2b: 23
nor3b: 4
nor4b: 3
xor2: 8
o31ai: 3
inv: 66
nor3: 17
a21oi: 48
ha: 67
o32ai: 5
dlxtn: 4
nor2b: 10
a31oi: 6
mux2i: 7
clkbuf: 16
or2: 4
o22ai: 11
mux4: 4
nand4: 3
a211o: 3
and2: 3
dfxtp: 72
nand3: 13
## worst reg2reg max path, cell delays in order (launching register included)
cell and delay [ns]:
dfxtp_1 0.34, nor4b_4 0.47, and4_1 0.40, and4_1 0.35, and4b_1 0.35, and4b_1 0.34
## cell families (layout without fill, tap and decap cells)
| kind of cell | after synthesis | after routing | share of synthesized area (%) |
|---|---|---|---|
| other | 2 | 35 | 0.123 |
| latches | 4 | 4 | 0.986 |
| XOR/XNOR | 17 | 17 | 2.57 |
| multiplexers | 13 | 13 | 3.06 |
| flip-flops | 100 | 100 | 37.5 |
| AND/OR/NAND/NOR | 177 | 177 | 15.3 |
| adder cells (fa/ha/maj) | 67 | 67 | 13.8 |
| buffers and inverters | 147 | 173 | 13.1 |
| AND-OR/OR-AND | 136 | 136 | 13.6 |
## metal layers
metal / vias to the layer above / track usage, % / share of wire [%]
met1: 2024 / 28.4 / 49
met2: 123 / 28.9 / 47
met5: - / 0 / 0
met3: 4 / 1.60 / 3.6
li1: 2282 / - / -
met4: 0 / 0.978 / 0.40
## registers in the layout (all words and copies together) (netlist names), 7 cells and up
name            flops
HEX4                7
HEX0                7
DATA                9
counting.COUNT     10
HEX6                7
## stage by stage
stage	util, %	instances	hold slack (ns)	area [um2]	power (mW)
floorplan	-	696	0.440	6220	0.417
global placement	58.5	857	0.464	6820	0.452
detailed placement	58.5	857	0.482	6820	0.453
CTS	59.7	865	0.489	6960	0.689
global route	59.7	865	0.517	6960	0.717
finish	59.7	865	0.480	6960	0.679
## how the worst max path moves through the flow
stage	cells after the start	to
after global routing	2	CLK
after CTS	2	CLK
final	2	CLK
## power by group through the flow
| stage | sequential, mW | combinational (mW) | clock (mW) |
|---|---|---|---|
| CTS | 0.326 | 0.124 | 0.240 |
| global route | 0.329 | 0.139 | 0.249 |
| finish | 0.326 | 0.122 | 0.232 |
Power is estimated from default activity; no workload was simulated.
